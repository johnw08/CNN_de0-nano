==> config.mk <==
export PLATFORM = sky130hd
export DESIGN_NAME = UART
export DESIGN_NICKNAME = UART
export VERILOG_FILES = /design/flow/design.v
export SDC_FILE = /design/flow/constraint.sdc
export NUM_CORES = 4
export LEC_CHECK = 1
export CORE_UTILIZATION = 50
==> constraint.sdc <==
current_design UART

set clk_period 3.0
set clk_io_pct 0.2

create_clock -name clk0 -period $clk_period [get_ports {clk}]

set non_clock_inputs [all_inputs -no_clocks]
set_input_delay [expr $clk_period * $clk_io_pct] -clock clk0 $non_clock_inputs
set_output_delay [expr $clk_period * $clk_io_pct] -clock clk0 [all_outputs]
==> design.v <==
module UART(clk,rst_n,RX,TX,rx_rdy,clr_rx_rdy,rx_data,trmt,tx_data,tx_done);
input clk,rst_n;
input RX,trmt;
input clr_rx_rdy;
input [7:0] tx_data;
output TX,rx_rdy,tx_done;
output [7:0] rx_data;
typedef enum reg {IDLE, RX_STATE} state_t;
state_t state, nxt_state;
reg [8:0] A001;
reg [3:0] A002;
reg [8:0] A003;
reg A004;
reg B001, B002;
reg A005,A006;
reg [8:0] A007;
reg [3:0] A008;
reg [8:0] A009;
reg tx_done;
reg A010, A011;
wire A012;
wire A013;
logic A014, A015, A016;
localparam IDLE_tx = 1'b0;
localparam TX_STATE = 1'b1;
always @(posedge clk or negedge rst_n)
  if (!rst_n)
    A005 <= IDLE_tx;
  else
    A005 <= A006;
always @(posedge clk or negedge rst_n)
  if (!rst_n)
    A008 <= 4'b0000;
  else if (A010)
    A008 <= 4'b0000;
  else if (A012)
    A008 <= A008+1;
always @(posedge clk or negedge rst_n)
  if (!rst_n)
    A009 <= 217;
  else if (A010 || A012)
    A009 <= 217;
  else if (A011)
    A009 <= A009-1;
always @(posedge clk or negedge rst_n)
  if (!rst_n)
    A007 <= 9'h1FF;
  else if (A010)
    A007 <= {tx_data,1'b0};
  else if (A012)
    A007 <= {1'b1,A007[8:1]};
always @(posedge clk or negedge rst_n)
  if (!rst_n)
    tx_done <= 1'b0;
  else if (trmt)
    tx_done <= 1'b0;
  else if (A008==4'b1010)
    tx_done <= 1'b1;
always @(*)
  begin
    A010         = 0;
    A011 = 0;
    A006    = IDLE_tx;
    case (A005)
      IDLE_tx : begin
        if (trmt)
          begin
            A006 = TX_STATE;
            A010 = 1;
          end
        else A006 = IDLE_tx;
      end
      default : begin
        if (A008==4'b1010)
          A006 = IDLE_tx;
        else
          A006 = TX_STATE;
        A011 = 1;
      end
    endcase
  end
assign A012 = ~|A009;
assign TX = A007[0];
always_ff @(posedge clk or negedge rst_n)
  if (!rst_n)
    state <= IDLE;
  else
    state <= nxt_state;
always_ff @(posedge clk or negedge rst_n)
  if (!rst_n)
    A002 <= 4'b0000;
  else if (A014)
    A002 <= 4'b0000;
  else if (A013)
    A002 <= A002+1;
always_ff @(posedge clk or negedge rst_n)
  if (!rst_n)
    A003 <= 109;
  else if (A014)
    A003 <= 109;
  else if (A013)
    A003 <= 217;
  else if (A016)
    A003 <= A003-1;
always_ff @(posedge clk)
  if (A013)
    A001 <= {B002,A001[8:1]};
always @(posedge clk or negedge rst_n)
  if (!rst_n)
    A004 <= 1'b0;
  else if (A014 || clr_rx_rdy)
    A004 <= 1'b0;
  else if (A015)
    A004 <= 1'b1;
	assign rx_rdy = A004;
always_ff @(posedge clk or negedge rst_n)
  if (!rst_n)
    begin
      B001 <= 1'b1;
      B002 <= 1'b1;
    end
  else
    begin
      B001 <= RX;
      B002 <= B001;
    end
always_comb
  begin
    A014         = 0;
    A015    	  = 0;
    A016     = 0;
    nxt_state     = IDLE;
    case (state)
      IDLE : begin
        if (!B002)
          begin
            nxt_state = RX_STATE;
            A014 = 1;
          end
        else nxt_state = IDLE;
      end
      default : begin
        if (A002==4'b1010)
          begin
            A015 = 1;
            nxt_state = IDLE;
          end
        else
          nxt_state = RX_STATE;
        A016 = 1;
      end
    endcase
  end
assign A013 = ~|A003;
assign rx_data = A001[7:0];
endmodule
==> run.sh <==
#!/bin/bash
# OpenROAD 26Q1-2900-gdf79404cd8, Yosys 0.63+post, stock flow scripts
make -C /OpenROAD-flow-scripts/flow DESIGN_CONFIG=/design/flow/config.mk WORK_HOME=/design/flow/orfs finish
==> flow_summary.ini <==
; implementation run metrics
[run_status]
outcome = finished, final reports clean

[sta]
fin_tns_setup_ns = 0
finalCritPeriodShare_pct = 78.2
rsz0062_at_grt = no
fin_skew_ns = 0.00264
setup_viol = 0
finalCriticalPeriod_ns = 2.35
tightest_slew_ns = 0.776
slew_violations = 0
fmax_mhz = 426
max_slew_margin_pct = 47.5
hold_viol_final = 0
worst_slack_ns = 0.655

[min_path]
worstHoldPathType = primary input to asynchronous set/reset pin

[clocking]
cts_sinks = 50
cts-buffers-inserted = 5
postCtsSetupRepairBufs = 0
postCtsHoldBufs = 0
cts_repair_resize_count = 0
clockRootBuffer = clkbuf_8
path_clk_slew_ns = 0.09
htreeDepth = 2
cts.path.max_buffers = 2
tritoncts = done
clock.latency.late_pin_ns = 0.29

[global_routing]
grt_overflow = 0
grt_usage_pct = 18.7
antenna_found_initial = 0
grt_pass1_vias = 1697
grt_start_max_net_pins = 26
grt_pass1_wl_um = 7440

[routing]
num_antenna_cells = 0
drt_iter0_markers = 85
drcViolationCount = 0
routed_wl_um = 4440
dr_total_vias = 1809
ant_nets = 0
routedWlPerCell_um = 14.0
vias_per_cell = 5.72
firstDrtPassIters = 4

[power]
p_total_mw = 1.79
swShare_pct = 27.9
vdd_drop_max_uv = 491
seqPwrFrac_pct = 55.0
power_frac_comb_pct = 19.1
switchingPower_uw = 498
powerDensity_mw_per_mm2 = 642
power_leakage_nw = 1.04
p_int_mw = 1.29
p_clk_share_pct = 25.9

[logic_synthesis]
top_area_cell = dfstp_2
synth.area.top_cells = dfstp_2 (23%), dfrtp_1 (21%), edfxtp_1 (11%), a21oi_1 (3.7%), ha_1 (3.1%)
yosysMostFrequentCell = dfstp_2
synth-async-reset-ratio_pct = 82.0
yosysTopAreaCellShare_pct = 22.6
ys_ff = 50
syn_area_mm2 = 0.00244
syn_inst = 236
synth_cell_type_count = 46
edf_count = 9
yosys_cells = 236
synth-main-ff-cell = dfstp_2
yosys_area_mm2 = 0.00244
yosys_warnings = 1
top_cells_by_count = dfstp_2 (21), dfrtp_1 (20), nand2_1 (19)
ys_seq_share_pct = 54.2
avgSynthCellArea_um2 = 10.3

[floorplanning]
rows = 25
io_pins = 24
die-area_mm2 = 0.00517
core_area_mm2 = 0.00472
die_h_um = 71.9
fp_util_pct = 51.7
die-width_um = 71.9

[worst_setup_path]
crit_top_cell = inv_1
required_ns = 2.96
r2r_setup_slack_ns = 0.65
cp-end-kind = flop
cp_max_fo = 11
crit_family = simple AND/OR/NAND/NOR gates
arrival_ns = 2.30
slowest_stage = nor4b_1
worst-setup-path-type = flop to flop
slowest_delay_ns = 0.66
start_kind = flop
cp_num_buf_inv = 2
path_cells = inv_1, ha_1, nor4b_1, nand2_1, inv_1

[placement]
gp_congestion = 0.779
place_ws_ns = 0.681
port_buffers = 23
place_inst = 308
place_hpwl_um = 3090

[cells_and_area]
utilization_pct = 58.9
drive_gt1_share_pct = 15.7
instances_no_fill = 316
syn_to_final_growth_pct = 14.0

[run]
tool_warnings = 27
max-cap-violations = 0
-- routing by layer --
layer / part of all wire (%) / vias to the layer above / global-route usage (%)
li1: - / 879 / -
met1: 47 / 893 / 27.2
met2: 48 / 29 / 31.0
met3: 3.0 / 8 / 3.99
met4: 1.4 / 0 / 2.83
met5: 0 / - / 0
-- registers in the layout (all words and copies together) (netlist names) --
| name | cells |
|---|---|
| A004 | 1 |
| A002 | 4 |
| B001 | 1 |
| tx_done | 1 |
| A009 | 9 |
| A001 | 9 |
| B002 | 1 |
| A005 | 1 |
| A008 | 4 |
| state | 1 |
| A003 | 9 |
| A007 | 9 |
-- worst reg2reg max path: stages (launching register included) --
cell	delay, ns
dfrtp_1	0.42
inv_1	0.07
ha_1	0.20
nor4b_1	0.66
nand2_1	0.28
inv_1	0.38
-- layout make-up --
class,instances,area (um2)
Fill cell,378,1940
Sequential cell,50,1320
Multi-Input combinational cell,154,971
Timing Repair Buffer,27,255
Tap cell,67,83.8
Clock buffer,5,68.8
Clock inverter,3,45.0
Inverter,10,37.5
-- per-stage QoR --
stage,area (um2),hold slack (ns)
after floorplan,2440,0.304
after global placement,2670,0.347
after detailed placement,2670,0.351
after CTS,2780,0.208
after global routing,2780,0.210
final,2780,0.205
-- final timing paths --
kind	startpoint	end	cells after the start
worst max-delay path	A003[1]	A001[4]	5
worst max register to register	A003[1]	A001[4]	5
min in group clk0	B001	B002	0
max in group asynchronous	rst_n	A007[6]	2
worst min-delay path	rst_n	A002[2]	1
worst min register to register	B001	B002	0
-- logic make-up (layout without fill, tap and decap cells) --
kind of cell,count (synthesis),count (layout),synth area share (%)
AND/OR/NAND/NOR,82,82,18.5
AND-OR/OR-AND,60,60,15.4
flip-flops,50,50,54.2
buffers and inverters,32,45,6.56
adder cells (fa/ha/maj),6,6,3.08
XOR/XNOR,4,4,1.44
multiplexers,2,2,0.871
-- placed cells by master, fill, tap and decap left out, drive strengths merged, types with 7 or more instances in the layout --
cell	Yosys	routed
clkdlybuf4s50	0	22
dfstp	21	21
dfrtp	20	20
nand2	19	19
a21oi	18	18
o21ai	15	15
nand3	13	13
nor2	12	12
inv	10	10
edfxtp	9	9
or4	8	8
o31ai	7	7
-- power groups by stage --
| stage | Sequential (mW) | Combinational (mW) | Clock, mW |
|---|---|---|---|
| final | 0.983 | 0.341 | 0.463 |
| after global routing | 1.01 | 0.387 | 0.510 |
| after CTS | 0.982 | 0.344 | 0.482 |
Power figures rest on the tool's default switching activity, not on a simulated workload.
